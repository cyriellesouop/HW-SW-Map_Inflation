--- flow/design.v ---
`timescale 1ns/1ps
module adder_tree 
#(
    parameter KERNEL_SIZE  = 3,
    parameter DATA_WIDTH   = 8,
    parameter WEIGHT_WIDTH = 1
)
(
    input  wire clk,
    input  wire rstn,
    input  wire adder_en,
    input  wire [(DATA_WIDTH+WEIGHT_WIDTH)*KERNEL_SIZE-1:0] adder_dataIn,
    output reg  [(DATA_WIDTH+WEIGHT_WIDTH)+KERNEL_SIZE-1:0] adder_dataOut,
    output reg  adder_done
);
    localparam RESULT_WIDTH = DATA_WIDTH + WEIGHT_WIDTH;
    reg [RESULT_WIDTH-1:0] unpacked_data [0:KERNEL_SIZE-1];
    reg [(RESULT_WIDTH+KERNEL_SIZE)-1:0] accumulator;
    reg [KERNEL_SIZE-1:0] counter;
    reg busy;
    reg [KERNEL_SIZE-1:0] i;
    always @(*) begin
        for (i = 0; i < KERNEL_SIZE; i = i + 1) begin
            unpacked_data[i] = adder_dataIn[(i+1)*RESULT_WIDTH-1 -: RESULT_WIDTH];
        end
    end
    always @(posedge clk) begin
        if (!rstn) begin
            accumulator   <= 0;
            counter       <= 0;
            busy          <= 0;
            adder_done          <= 0;
            adder_dataOut <= 0;
        end
        else begin
            if (adder_en && !busy) begin
                accumulator <= 0;
                counter     <= 0;
                adder_done        <= 0;
                busy        <= 1;
            end 
            else if (busy) begin
                accumulator <= accumulator + unpacked_data[counter];
                counter <= counter + 1;
                if (counter == KERNEL_SIZE-1) begin
                    adder_dataOut <= accumulator + unpacked_data[counter];
                    adder_done <= 1;
                    busy <= 0;
                end
            end 
            else begin
                adder_done <= 0; 
            end
        end
    end
endmodule
`timescale 1ns/1ps
module fifo
 #(
    parameter DATAWIDTH = 8,
    parameter DEPTH = 4,
    parameter PTR_WIDTH = 2
  )
  (
    input clk,
    input rstn,
    input WR,
    input [DATAWIDTH-1:0] dataIn,
    output  full,
    input RD,
    output reg [DATAWIDTH-1:0]  dataOut,
    output   empty
  );
   reg [PTR_WIDTH-1 : 0] wr_addr;
   reg [PTR_WIDTH-1 : 0] rd_addr;
   reg [DATAWIDTH-1:0] MEM [DEPTH-1:0];
   reg wr_cnt;
   reg  rd_cnt;
  always @(posedge clk ) begin
	 if(!rstn) begin
           wr_cnt <= 0;
           wr_addr <= 0;
         end
	else if(rstn) begin
	    if(WR) begin
		  if(~full ) begin
		     MEM[wr_addr] <= dataIn;
		     if(wr_addr == DEPTH-1 )  begin
			wr_addr <= 0 ;
			if(wr_cnt==0)
			   wr_cnt <= 1;
		        else 
			   wr_cnt <= 0;
		     end
	             else
			  wr_addr <= wr_addr + 1 ;
                  end	    
            end
      end
 end
   always @(posedge clk ) begin
	if(!rstn) begin
           rd_cnt <= 0;
           rd_addr <= 0;
         end
       else if(rstn) begin
		if(RD) begin
		   if(~empty) begin
                      dataOut <=  MEM[rd_addr];
		      if (rd_addr == DEPTH-1) begin
			      rd_addr <=0;
			      if(rd_cnt==0)
			          rd_cnt <= 1;
		              else
			          rd_cnt <=0;
		      end
		      else 
			    rd_addr <= rd_addr +1;
                  end
            end
        end
   end
          assign  empty =(wr_addr == rd_addr) && (wr_cnt == rd_cnt) ;
	  assign full = (wr_addr == rd_addr) &&  (wr_cnt != rd_cnt );
   endmodule
`timescale 1ns/1ps
module fifo_axis
 #(
    parameter DATAWIDTH = 8,
    parameter DEPTH = 4,
    parameter PTR_WIDTH = 2
  )
  (
    input clk,
    input rstn,
    input s_tvalid,
    input [DATAWIDTH-1:0] s_tdata,
    output s_tready ,
    input m_tready,
    output  [DATAWIDTH-1:0] m_tdata ,
    output   m_tvalid
  );
  wire full;
  wire empty;
  assign m_tvalid = ~empty;
  assign s_tready = ~full;
    fifo #(.DATAWIDTH(DATAWIDTH), .DEPTH(DEPTH), .PTR_WIDTH(PTR_WIDTH ) )
   fifo_inst (
         .clk(clk),
         .rstn(rstn),
         .dataIn(s_tdata),
         .full(full),
         .WR(s_tvalid),
         .dataOut( m_tdata),
         .empty(empty),
         .RD(m_tready)
  );
   endmodule
`timescale 1ns/1ps
module fsm 
(
 input clk,
 input rstn,
 input load_weight_en,
 input load_weight_done,
 input load_data_exec_done,
 output reg  adder_en,
 input  adder_done,
 input write_output_done,
 input is_last
);
typedef enum {IDLE, LOAD_WEIGHT, LOAD_DATA_EXEC, ADD_OUT, INTER, WRITE_OUT} state_t;
state_t state, next_state;
  always@(posedge clk) begin
    if(~rstn) 
        state <= IDLE;
     else
         state <= next_state;
  end
     always @(*) begin
        next_state = state;
	case(state)
	   IDLE          : if (load_weight_en)
	                       next_state <= LOAD_WEIGHT;
	   LOAD_WEIGHT   : if (load_weight_done)
	                       next_state <= LOAD_DATA_EXEC;
	   LOAD_DATA_EXEC: if(load_data_exec_done)
	                       next_state <= ADD_OUT;
	   ADD_OUT       : if(adder_done)
		               next_state <= WRITE_OUT;
           WRITE_OUT     : if(write_output_done)
		                next_state <= INTER;
	   INTER         : if(is_last)
		               next_state <= IDLE;
	                   else
		               next_state <= LOAD_DATA_EXEC;
	endcase 
     end
   always @(posedge clk) begin
      if (~rstn) begin
         adder_en <= 0;
      end else begin
        case (next_state)
          IDLE:          adder_en <= 0;
          LOAD_WEIGHT:   adder_en <= 0;
          LOAD_DATA_EXEC:adder_en <= 1;
          ADD_OUT:       adder_en <= 0;
          WRITE_OUT:  adder_en <= 0;
          default:       adder_en <= 0;
        endcase
     end
  end
endmodule
`timescale 1ns/1ps
module pe 
   #(
        parameter WEIGHT_WIDTH = 1,
	parameter DATA_WIDTH = 8
    )
    (
	input clk,
	input rstn,
	input [(DATA_WIDTH-1):0] dataIn,  
	input [(WEIGHT_WIDTH-1):0] weight,
	input [(DATA_WIDTH+WEIGHT_WIDTH):0] prev_result, 
        input pe_en,                   
	output reg [(DATA_WIDTH-1):0] dataOut,  
	output reg [(DATA_WIDTH+WEIGHT_WIDTH):0] next_result,  
	output reg pe_done
     );
     reg[(DATA_WIDTH + WEIGHT_WIDTH)-1:0] mult_r;
     always @(posedge clk) begin
	 if(~rstn) begin
	    dataOut <= 0;
	    next_result <= 0;
            pe_done <= 0;
	    mult_r <= 0;
         end else begin
	    if(pe_en) begin
	       mult_r <= dataIn * weight;
	       next_result <= mult_r + prev_result;
	       dataOut <= dataIn;
	       pe_done <= 1;
	    end
	    else begin
		pe_done <=0;  
            end
	 end
     end
endmodule
`timescale 1ns/1ps
module pe_array
#(
    parameter WEIGHT_WIDTH = 1,
    parameter DATA_WIDTH   = 8,
    parameter KERNEL_SIZE  = 3
)
(
    input  clk,
    input  rstn,
    input  [(WEIGHT_WIDTH*KERNEL_SIZE*KERNEL_SIZE)-1:0] weight_array,
    input  wr_weight_en,
    input  [(DATA_WIDTH*KERNEL_SIZE*KERNEL_SIZE)-1:0] dataIn,
    input wr_dataIn_en,
    output reg  wr_weight_done,
    output reg  pe_array_done,
    output reg [(DATA_WIDTH+WEIGHT_WIDTH)*KERNEL_SIZE-1:0] dataOut
);
    localparam RESULT_WIDTH = DATA_WIDTH + WEIGHT_WIDTH;
    localparam KERNEL_DIM   = KERNEL_SIZE*KERNEL_SIZE;
    reg [WEIGHT_WIDTH-1:0] weight_mem [0:KERNEL_DIM-1];
    wire [DATA_WIDTH-1:0]   data_wire   [0:KERNEL_SIZE-1][0:KERNEL_SIZE-1];
    wire [RESULT_WIDTH:0] result_wire [0:KERNEL_SIZE-1][0:KERNEL_SIZE-1];
    wire                     done_wire  [0:KERNEL_SIZE-1][0:KERNEL_SIZE-1];
    reg [KERNEL_DIM-1:0] r;
    reg [KERNEL_SIZE-1:0] c,counter;
    always @(posedge clk) begin
        if (!rstn) begin
            wr_weight_done <= 0;
            for (r=0; r<KERNEL_DIM; r=r+1)
                weight_mem[r] <= 0;
        end
        else if (wr_weight_en) begin
            for (r=0; r<KERNEL_DIM; r=r+1)
                weight_mem[r] <= weight_array[(r+1)*WEIGHT_WIDTH-1 -: WEIGHT_WIDTH];
            wr_weight_done <= 1;
        end
        else begin
            wr_weight_done <= 0;
        end
    end
    genvar row, col;
    generate
        for (row=0; row<KERNEL_SIZE; row=row+1) begin : ROW
            for (col=0; col<KERNEL_SIZE; col=col+1) begin : COL
                wire [RESULT_WIDTH:0] prev_result;
                wire [DATA_WIDTH-1:0] pe_dataIn;
                wire pe_en;
                assign prev_result = (row==0) ? 0 : result_wire[row-1][col];
                assign pe_dataIn   = (row==0) ? dataIn[(col+1)*DATA_WIDTH-1 -: DATA_WIDTH]
                                              : data_wire[row-1][col];
                assign pe_en       = (row==0) ? (wr_weight_done && wr_dataIn_en)
                                              : done_wire[row-1][col];
                pe #(
                    .DATA_WIDTH(DATA_WIDTH),
                    .WEIGHT_WIDTH(WEIGHT_WIDTH)
                ) PE_inst (
                    .clk(clk),
                    .rstn(rstn),
                    .dataIn(pe_dataIn),
                    .weight(weight_mem[row*KERNEL_SIZE + col]),
                    .prev_result(prev_result),
                    .pe_en(pe_en),
                    .dataOut(data_wire[row][col]),
                    .next_result(result_wire[row][col]),
                    .pe_done(done_wire[row][col])
                );
            end
        end
    endgenerate
    reg all_done;
always @(*) begin
    all_done = 1'b1;
    for (c = 0; c < KERNEL_SIZE; c = c + 1) begin
        if (!done_wire[KERNEL_SIZE-1][c])
            all_done = 1'b0;
    end
end
    always @(posedge clk) begin
        if (!rstn) begin
            pe_array_done <= 0;
            dataOut       <= 0;
        end
        else begin
                 pe_array_done <= all_done; 
            for (c=0; c<KERNEL_SIZE; c=c+1) begin
                dataOut[(c+1)*RESULT_WIDTH-1 -: RESULT_WIDTH] <= result_wire[KERNEL_SIZE-1][c];
            end
        end
    end
endmodule
`timescale 1ns/1ps
module top
   #(
      parameter WEIGHT_WIDTH = 1,
      parameter DATA_WIDTH   = 8,
      parameter KERNEL_SIZE  = 3,
      parameter ADDRESS_WIDTH = 5
   )
   (
      input clk,
      input rstn,
      input [(WEIGHT_WIDTH*KERNEL_SIZE*KERNEL_SIZE)-1:0] weight_array,
      input wr_weight_en,
      input fifoIn_axis_tvalid,
      input [(DATA_WIDTH*KERNEL_SIZE*KERNEL_SIZE)-1:0] fifoIn_axis_tdata,
      output   fifoIn_axis_tready,
      output  fifoOut_axim_tvalid,
      output  [(DATA_WIDTH+WEIGHT_WIDTH)+KERNEL_SIZE-1:0] fifoOut_axim_tdata,
      input fifoOut_axim_tready,
      input is_last
    );
    wire [(DATA_WIDTH*KERNEL_SIZE*KERNEL_SIZE)-1:0] fifoIn_axim_tdata;
    wire fifoIn_axim_tvalid;
    wire [(DATA_WIDTH*KERNEL_SIZE*KERNEL_SIZE)-1:0] pe_array_dataIn;
    wire pe_array_wr_dataIn_en;
    wire wr_weight_done;
    wire pe_array_done;
    wire [(DATA_WIDTH+WEIGHT_WIDTH)*KERNEL_SIZE-1:0] pe_array_dataOut;
    wire [(DATA_WIDTH+WEIGHT_WIDTH)+KERNEL_SIZE-1:0] adder_dataOut;
    wire adder_done;
    wire fifoOut_axis_tready;
    wire fsm_adder_en;
    assign pe_array_dataIn = fifoIn_axim_tdata;
    assign pe_array_wr_dataIn_en = fifoIn_axim_tvalid;
    fifo_axis #(
      	.DATAWIDTH ( DATA_WIDTH*KERNEL_SIZE*KERNEL_SIZE ),
	.DEPTH     (2**ADDRESS_WIDTH),
	.PTR_WIDTH (ADDRESS_WIDTH)
      )
      fifoIn(
       .clk      (clk),
       .rstn     (rstn),
       .s_tvalid (fifoIn_axis_tvalid  ),
       .s_tdata  (fifoIn_axis_tdata ),
       .s_tready (fifoIn_axis_tready ),
       .m_tready (fifoOut_axim_tready),       
       .m_tdata  (fifoIn_axim_tdata),
       .m_tvalid (fifoIn_axim_tvalid)
      );
    pe_array #(
        .WEIGHT_WIDTH   (WEIGHT_WIDTH),
        .DATA_WIDTH     (DATA_WIDTH),
        .KERNEL_SIZE    (KERNEL_SIZE)
      ) 
     pe_array_inst (
        .clk            (clk),
        .rstn           (rstn),
        .weight_array   (weight_array),
        .wr_weight_en   (wr_weight_en),
        .dataIn         (pe_array_dataIn),
	.wr_dataIn_en   (pe_array_wr_dataIn_en),
        .wr_weight_done (wr_weight_done ),
        .pe_array_done  (pe_array_done),
        .dataOut        (pe_array_dataOut)
     );
  adder_tree #(
  	.WEIGHT_WIDTH  (WEIGHT_WIDTH),
        .DATA_WIDTH    (DATA_WIDTH),
        .KERNEL_SIZE   (KERNEL_SIZE)
      ) 
     adder_tree_inst (
	.clk           (clk),
        .rstn          (rstn),
	.adder_en      (fsm_adder_en),
	.adder_dataIn  (pe_array_dataOut),
	.adder_dataOut (adder_dataOut),
	.adder_done    (adder_done)
      );
     fifo_axis #(
        .DATAWIDTH ((DATA_WIDTH+WEIGHT_WIDTH)+KERNEL_SIZE),
        .DEPTH     (2**ADDRESS_WIDTH),
        .PTR_WIDTH (ADDRESS_WIDTH)
      )
      fifoOut(
       .clk        (clk),
       .rstn       (rstn),
       .s_tvalid   (adder_done),
       .s_tdata    (adder_dataOut ),
       .s_tready   (fifoOut_axis_tready),
       .m_tready   (fifoOut_axim_tready),
       .m_tdata    (fifoOut_axim_tdata ),
       .m_tvalid   (fifoOut_axim_tvalid)
      );
    fsm fsm_inst (
       .clk                (clk),
       .rstn               (rstn),
       .load_weight_en     (wr_weight_en),
       .load_weight_done   (wr_weight_done),
       .load_data_exec_done(pe_array_done),
       .adder_done         (adder_done),
       .write_output_done  (fifoOut_axis_tready),
       .is_last            (is_last),
       .adder_en           ( fsm_adder_en)
    );
endmodule
--- flow/run.sh ---
#!/bin/bash
# OpenROAD 26Q1-2900-gdf79404cd8, Yosys 0.63+post, stock flow scripts
make -C /OpenROAD-flow-scripts/flow DESIGN_CONFIG=/design/flow/config.mk WORK_HOME=/design/flow/orfs finish
--- flow/config.mk ---
export PLATFORM = sky130hd
export DESIGN_NAME = top
export DESIGN_NICKNAME = top
export VERILOG_FILES = /design/flow/design.v
export SDC_FILE = /design/flow/constraint.sdc
export NUM_CORES = 4
export LEC_CHECK = 1
export CORE_UTILIZATION = 50
--- flow/constraint.sdc ---
current_design top

set clk_period 31.8
set clk_io_pct 0.2

create_clock -name clk0 -period $clk_period [get_ports {clk}]

set non_clock_inputs [all_inputs -no_clocks]
set_input_delay [expr $clk_period * $clk_io_pct] -clock clk0 $non_clock_inputs
set_output_delay [expr $clk_period * $clk_io_pct] -clock clk0 [all_outputs]
==> impl_metrics.json <==
{
  "clock_sinks": 1490,
  "first_global_vias": 33112,
  "wl_met1_um": 47500,
  "tns_ns": 0,
  "slew_headroom": 0.326,
  "netlist_area_um2": 58700,
  "vias_per_cell": 5.85,
  "reg2reg_slack_ns": 27.98,
  "edf_count": 1188,
  "cts_setup_buffers": 0,
  "powerDensity_nw_per_um2": 59.8,
  "num_rows": 125,
  "flop_cell": "edfxtp_1",
  "coreArea_um2": 116000,
  "clock.latency.late_pin_ns": 0.73,
  "route.vias.total": 31589,
  "finalHoldWorstSlack_ns": 0.450,
  "grt_setup_unrepaired": "no",
  "fin_util": 0.568,
  "met2WireLength_um": 60300,
  "cp_max_fo": 40,
  "dr.pass1.iters": 5,
  "htree_levels": 4,
  "path_cells": "xnor2_1, nand3_1, or2_1, clkdlybuf4s50_1",
  "remaining_drc_errors": 0,
  "vdd_drop_max_v": 0.0000507,
  "yosys_cells": 3628,
  "path_clk_slew_ns": 0.06,
  "yosys.stat.seqShare": 0.711,
  "finalClockPeriodUsage": 0.293,
  "dp_hpwl_um": 78400,
  "wire_per_inst_um": 23.3,
  "initialDrtViolationCount": 1944,
  "clockBufferDepth": 3,
  "ys.flops": 1490,
  "post-place-ws_ns": 22.65,
  "fmax_mhz": 107,
  "root_buffer": "clkbuf_16",
  "die_x_um": 345,
  "synth_chip_area_um2": 58700,
  "pin_count": 101,
  "chipArea_um2": 119000,
  "ctsHoldBuffers": 0,
  "netlist_instances": 3628,
  "top_area_frac": 0.608,
  "worstSetupEndpointType": "output pin",
  "antenna_found_initial": 9,
  "start_kind": "flip-flop",
  "top_cell": "edfxtp_1",
  "dr_wl_met3_um": 15200,
  "synth.yosys.warnings": 9,
  "warning_count": 82,
  "io_buffers": 52,
  "cts-buffers-inserted": 153,
  "ys_types": 71,
  "cap_violations": 0,
  "cts_tree": "built",
  "drv_slew": 0,
  "tightestPinTransition_ns": 1.01,
  "finalHoldViolCount": 0,
  "cp_data_arrival_time_ns": 2.95,
  "die_y_um": 345,
  "outcome": "completed",
  "hp-class": "flip-flop to flip-flop",
  "cpPeakStageDelay_ns": 0.78,
  "cellLeakagePower_uw": 0.0208,
  "yosysTopAreaCell": "edfxtp_1",
  "cts_resized": 0,
  "setup_ws_ns": 22.49,
  "grt_max_degree": 99,
  "period_minus_slack_ns": 9.31,
  "topCellsByArea": "edfxtp_1 (61%), dfxtp_1 (10%), mux4_2 (8.3%)",
  "grt_usage": 0.241,
  "nFillCells": 8665,
  "drt_wl_total_um": 126000,
  "clock_skew_ns": 0.0275,
  "required_ns": 25.44,
  "gr-total-overflow": 0,
  "place_congestion": 0.883,
  "synthArstFlopShare": 0,
  "fp_util": 0.505,
  "crit_slowest_cell": "dfxtp_4",
  "crit_type": "flip-flop to output pin",
  "routed.top_layer": "met5",
  "grt_first_pass_wirelength_um": 194000,
  "ys_top_cells_by_count": "edfxtp_1 (1,188), dfxtp_1 (302), nor2_1 (251)",
  "avgSynthCellArea_um2": 16.2,
  "syn_to_final_growth_pct": 12.6,
  "setup_viol": 0,
  "drive_gt1_frac": 0.166,
  "ant_nets": 0
}
[cells in the final DEF (no fill, tap or decap), types with 21 or more instances in the layout]
cell type / netlist / routed
o21ai_0: 115 / 115
nand4_1: 49 / 49
nand3_1: 173 / 173
nor2b_1: 32 / 29
dfxtp_1: 302 / 296
a21oi_1: 66 / 66
nor2_1: 251 / 215
or3_1: 21 / 21
clkinv_2: 0 / 22
clkdlybuf4s50_1: 0 / 51
a211oi_1: 40 / 40
mux4_2: 216 / 216
a22oi_1: 224 / 224
mux2i_1: 184 / 184
clkinv_1: 2 / 35
nor2_2: 0 / 36
nor3_1: 27 / 27
nand2_1: 118 / 118
and2_1: 37 / 37
buf_4: 8 / 144
inv_1: 49 / 49
ha_1: 74 / 74
o21ai_1: 21 / 21
clkbuf_1: 101 / 28
edfxtp_1: 1188 / 1188
clkbuf_16: 0 / 160
[cells by family after synthesis]
logic type      synth area share
fa+ha+maj                 0.0182
compound gates            0.0634
xor+xnor                 0.00475
flops                      0.711
buf+inv                   0.0217
simple gates              0.0669
mux                        0.114
[metrics by stage]
stage	cells	power (uW)	instance area [um^2]
6_report	5404	3950	66100
5_1_grt	5404	4080	66100
4_1_cts	5401	4000	66100
3_5_place_dp	5128	2310	61300
3_3_place_gp	5128	2310	61300
2_1_floorplan	3628	2260	58700
[power breakdown]
group / internal [uW] / switching (uW) / leakage, uW
combinational: 58.7 / 91.9 / 0.00526
sequential: 2100 / 10.9 / 0.0132
clock: 983 / 706 / 0.00232
[worst paths after layout]
kind / cells after the start / to / startpoint
max: 4 / fifoIn_axis_tready / fifoIn.fifo_inst.rd_addr[1]
min: 2 / flip-flop / pe_array_inst.ROW[0].COL[2].PE_inst.mult_r[1]
max reg2reg: 5 / fifoIn.fifo_inst.dataOut[7] / fifoIn.fifo_inst.rd_addr[1]
min reg2reg: 2 / flip-flop / pe_array_inst.ROW[0].COL[2].PE_inst.mult_r[1]
[flip-flops by register name, indices dropped and copies added, names as in the netlist, 6 cells and up, named ones only]
name	flops
fifoIn.fifo_inst.dataOut	24
fifoOut.fifo_inst.MEM	384
fifoOut.fifo_inst.dataOut	12
fifoIn.fifo_inst.MEM	768
pe_array_inst.ROW.COL.PE_inst.dataOut	48
adder_tree_inst.accumulator	12
pe_array_inst.weight_mem	9
pe_array_inst.ROW.COL.PE_inst.next_result	78
adder_tree_inst.adder_dataOut	12
fsm_inst.state	6
pe_array_inst.ROW.COL.PE_inst.mult_r	72
pe_array_inst.dataOut	27
[critical path: cells and delay by family, from the launching register on]
kind | cells | cell delay [ns]
buffers and inverters | 1 | 0.72
xor gates and xnor gates | 1 | 0.20
and+or+nand+nor | 2 | 0.50
DFF | 1 | 0.78
[final cells by class]
class,count,area [um^2],share of cell area
Sequential cell,1490,41700,0.632
Multi-Input combinational cell,1866,15800,0.239
Clock buffer,192,4160,0.0630
Tap cell,1524,1910,0.0289
Timing Repair Buffer,197,1620,0.0246
Clock inverter,81,631,0.00954
Inverter,51,194,0.00293
Antenna cell,3,7.51,0.000114
[per-layer routing]
| layer | vias to the layer above | GRT usage |
|---|---|---|
| met5 | - | 0.0112 |
| met4 | 14 | 0.0473 |
| met3 | 209 | 0.131 |
| met2 | 1413 | 0.356 |
| met1 | 15389 | 0.347 |
| li1 | 14564 | - |
Power is estimated from default activity; no workload was simulated.
