[flow/run.sh]
#!/bin/bash
# OpenROAD 26Q1-2900-gdf79404cd8, Yosys 0.63+post, stock flow scripts
make -C /OpenROAD-flow-scripts/flow DESIGN_CONFIG=/design/flow/config.mk WORK_HOME=/design/flow/orfs finish
[flow/config.mk]
export PLATFORM = sky130hd
export DESIGN_NAME = unpacker_module
export DESIGN_NICKNAME = unpacker_module
export VERILOG_FILES = /design/flow/design.v
export SDC_FILE = /design/flow/constraint.sdc
export NUM_CORES = 4
export LEC_CHECK = 1
export CORE_UTILIZATION = 50
[flow/constraint.sdc]
current_design unpacker_module

set clk_period 8.3
set clk_io_pct 0.2

create_clock -name clk0 -period $clk_period [get_ports {clk}]

set non_clock_inputs [all_inputs -no_clocks]
set_input_delay [expr $clk_period * $clk_io_pct] -clock clk0 $non_clock_inputs
set_output_delay [expr $clk_period * $clk_io_pct] -clock clk0 [all_outputs]
[flow/design.v]
`timescale 1ns/1ps
module unpacker_module #(
    parameter KERNEL_SIZE = 3,            
    parameter DATA_WIDTH = 8,             
    parameter FIFO_DEPTH = 4,             
    parameter FIFO_PTR_WIDTH = 2          
)(
    input  clk,
    input  rstn,
    input   s_axis_tvalid,
    input   [KERNEL_SIZE * DATA_WIDTH - 1 : 0] s_axis_tdata,
    output reg s_axis_tready,
    output reg [KERNEL_SIZE-1:0] m_axis_tvalid,
    output reg [KERNEL_SIZE * DATA_WIDTH - 1 : 0] m_axis_tdata,
    input  [KERNEL_SIZE-1:0] m_axis_tready
);
    localparam TOTAL_WIDTH = KERNEL_SIZE * DATA_WIDTH;
    wire [DATA_WIDTH-1:0] unpacked_data [0:KERNEL_SIZE-1];
    wire [KERNEL_SIZE-1:0] fifo_s_tvalid;
    wire [KERNEL_SIZE-1:0] fifo_s_tready;
    wire [DATA_WIDTH-1:0] fifo_s_tdata [0:KERNEL_SIZE-1];
    wire [KERNEL_SIZE-1:0] fifo_m_tvalid;
    wire [KERNEL_SIZE-1:0] fifo_m_tready;
    wire [DATA_WIDTH-1:0] fifo_m_tdata [0:KERNEL_SIZE-1];
    genvar i;
    integer j;
    generate
        for (i = 0; i < KERNEL_SIZE; i = i + 1) begin : unpack_input
            assign unpacked_data[i] = s_axis_tdata[(i+1)*DATA_WIDTH-1 -: DATA_WIDTH];
        end
    endgenerate
    reg all_fifos_ready;
    always @(*) begin
        all_fifos_ready = 1'b1;
        for (j = 0; j < KERNEL_SIZE; j = j + 1) begin
            all_fifos_ready = all_fifos_ready & fifo_s_tready[j];
        end
    end
    assign s_axis_tready = all_fifos_ready;
    generate
        for (i = 0; i < KERNEL_SIZE; i = i + 1) begin : write_enable
            assign fifo_s_tvalid[i] = s_axis_tvalid & s_axis_tready;
            assign fifo_s_tdata[i] = unpacked_data[i];
        end
    endgenerate
    generate
        for (i = 0; i < KERNEL_SIZE; i = i + 1) begin : fifo_instances
            fifo_axis #(
                .DATAWIDTH(DATA_WIDTH),
                .DEPTH(FIFO_DEPTH),
                .PTR_WIDTH(FIFO_PTR_WIDTH)
            ) fifo_inst (
                .clk(clk),
                .rstn(rstn),
                .s_tvalid(fifo_s_tvalid[i]),
                .s_tdata(fifo_s_tdata[i]),
                .s_tready(fifo_s_tready[i]),
                .m_tready(m_axis_tready[i]),
                .m_tdata(fifo_m_tdata[i]),
                .m_tvalid(fifo_m_tvalid[i])
            );
        end
    endgenerate
    generate
        for (i = 0; i < KERNEL_SIZE; i = i + 1) begin : pack_output
            assign m_axis_tvalid[i] = fifo_m_tvalid[i];
            assign m_axis_tdata[(i+1)*DATA_WIDTH-1 -: DATA_WIDTH] = fifo_m_tdata[i];
        end
    endgenerate
endmodule
`timescale 1ns/1ps
module fifo
 #(
    parameter DATAWIDTH = 8,
    parameter DEPTH = 4,
    parameter PTR_WIDTH = 2
  )
  (
    input clk,
    input rstn,
    input WR,
    input [DATAWIDTH-1:0] dataIn,
    output  full,
    input RD,
    output reg [DATAWIDTH-1:0]  dataOut,
    output   empty
  );
   reg [PTR_WIDTH-1 : 0] wr_addr;
   reg [PTR_WIDTH-1 : 0] rd_addr;
   reg [DATAWIDTH-1:0] MEM [DEPTH-1:0];
   reg wr_cnt;
   reg  rd_cnt;
  always @(posedge clk ) begin
	 if(!rstn) begin
           wr_cnt <= 0;
           wr_addr <= 0;
         end
	else if(rstn) begin
	    if(WR) begin
		  if(~full ) begin
		     MEM[wr_addr] <= dataIn;
		     if(wr_addr == DEPTH-1 )  begin
			wr_addr <= 0 ;
			if(wr_cnt==0)
			   wr_cnt <= 1;
		        else 
			   wr_cnt <= 0;
		     end
	             else
			  wr_addr <= wr_addr + 1 ;
                  end	    
            end
      end
 end
   always @(posedge clk ) begin
	if(!rstn) begin
           rd_cnt <= 0;
           rd_addr <= 0;
         end
       else if(rstn) begin
		if(RD) begin
		   if(~empty) begin
                      dataOut <=  MEM[rd_addr];
		      if (rd_addr == DEPTH-1) begin
			      rd_addr <=0;
			      if(rd_cnt==0)
			          rd_cnt <= 1;
		              else
			          rd_cnt <=0;
		      end
		      else 
			    rd_addr <= rd_addr +1;
                  end
            end
        end
   end
          assign  empty =(wr_addr == rd_addr) && (wr_cnt == rd_cnt) ;
	  assign full = (wr_addr == rd_addr) &&  (wr_cnt != rd_cnt );
   endmodule
`timescale 1ns/1ps
module fifo_axis
 #(
    parameter DATAWIDTH = 8,
    parameter DEPTH = 4,
    parameter PTR_WIDTH = 2
  )
  (
    input clk,
    input rstn,
    input s_tvalid,
    input [DATAWIDTH-1:0] s_tdata,
    output s_tready ,
    input m_tready,
    output  [DATAWIDTH-1:0] m_tdata ,
    output   m_tvalid
  );
  wire full;
  wire empty;
  assign m_tvalid = ~empty;
  assign s_tready = ~full;
    fifo #(.DATAWIDTH(DATAWIDTH), .DEPTH(DEPTH), .PTR_WIDTH(PTR_WIDTH ) )
   fifo_inst (
         .clk(clk),
         .rstn(rstn),
         .dataIn(s_tdata),
         .full(full),
         .WR(s_tvalid),
         .dataOut( m_tdata),
         .empty(empty),
         .RD(m_tready)
  );
   endmodule
==> Changelog: implementation <==
### Changed

* Outcome: completed
* Comb. cell area at 1380 um^2
* Power per cell area at between 200 and 300 nW/um^2
* Pre-Repair DR Iteration Count at 4
* Share of cells above drive strength 1 at 0.159
* Hold Path Cell Cnt at 2
* Synth warn at 16
* Relative slew slack at 0.441
* Seq pwr share at 0.485
* Syn avg cell area at 18.4 um^2
* FILL cells at 730
* Sw Ratio at 0.225
* Core area at 10,500 um^2
* Max Root-Sink Buffers at 2
* Critical path capture point type: primary output
* Initial antenna violation count at 0
* Final ANT Viol Nets at 0
* Number of cells in Yosys stat at 297
* Syn Std Cell Area at 5470 um^2
* Post-Synthesis Cells at 297
* First-pass GRT wire length at 14,600 um
* Hold Path End: fifo_instances[1].fifo_inst.fifo_inst.wr_cnt
* Largest net degree at the start of global routing at 19
* Critical path arrival at 2510 ps
* H-tree depth at 4
* Placed Cells incl. Taps at 476
* Vias in the first global route at 2,819
* Peak supply drop at 0.134 mV
* GRT Residual Overflow at 0
* Crit path launch type: flip-flop
* Setup Buffers After CTS at 0
* Number of port buffers at between 50 and 60
* RSZ-0062 raised after global routing: no
* Hold Buf Count CTS at 0
* Slew @ Worst Pin at ~830 ps
* Endpoints failing hold at 0
* Total wire length at 9110 um
* Log Warnings at 34
* R2R Setup Slk at 5490 ps
* Vias per cell at 5.39
* Worst r2r path cells at 5
* CTS Buf Count at 17
* Fin. max-slew vios at 0
* Clock Power Share at 0.427
* Die ar. at between 10,000 and 15,000 um^2
* WP data required at roughly 6600 ps
* Crit Path Max Fanout at 12
* Register area at 3960 um^2
* Rows at 37
* FMAX at 240 MHz
* Yosys-reported design area after synthesis at 5470 um^2
* Post-synthesis register bit count at 138
* Synth Seq Share at 0.725
* R2r endpoint: fifo_instances[0].fifo_inst.fifo_inst.MEM[0][4]
* Starting Density at 0.522
* Worst min-delay path category: reg2reg
* Sink Count at 138
* Final HPWL DP at 5880 um
* Final setup fails at 0
* Routed wire per std cell at 17.9 um
* Crit path kind: reg2out
* Psw at 0.000383 W
* Resize count post-CTS at 0
* Min Tclk post-route at between 4000 and 5000 ps
* Drt drc at 0
* Antenna fix cells at 0
* Worst hold slack at about 510 ps
* DIE HEIGHT at around 110 um
* PnR Total Power at around 0.0017 W
* Ports at 58
* Final TNS setup at 0 ps
* Setup Skew at ~13 ps
* Root buf cell: clkbuf_8
* Yosys cell types at 30
* CTS clock-pin slew for the worst setup and hold paths at 70 ps
* Worst hold start: fifo_instances[1].fifo_inst.fifo_inst.wr_cnt
* Clock latency on the worst-skew pair at 500 ps
* Cycle use final at 0.503
* Area grow syn2layout at 22.6%
* GRT Util Overall at 0.192
* Final GP Congestion at 0.757
* Pint at 0.00132 W
* CTS tree: yes
* Initial DRC count at 97
* Comb power frac at 0.088
* Leak at 2.29 nW
* Die W at approximately 110 um
* Post-Layout Cell Count at about 510
* Max-Cap Viols at 0
* Vias at 2,738
-- worst max path at each step --
| stage | endpoint | startpoint |
|---|---|---|
| 6_report | s_axis_tready | flip-flop |
| 5_1_grt | s_axis_tready | flip-flop |
| 4_1_cts | s_axis_tready | flip-flop |
-- layout make-up --
type / count / share of cell area
repair buffers: 58 / 0.0863
inverters: 8 / 0.00448
multi-input cells: 136 / 0.206
flip-flops and latches: 138 / 0.592
well taps: 136 / 0.0254
clock buffers: 18 / 0.0624
clock inverters: 14 / 0.0241
-- stage by stage --
stage | instance area [um^2] | util | setup WS (ps)
final | 6700 | 0.640 | 4130
after global routing | 6700 | 0.640 | 3950
after CTS | 6700 | 0.640 | 4080
after detailed placement | 6120 | 0.585 | 4010
after global placement | 6120 | 0.585 | 4060
after floorplan | 5470 | - | 5450
-- logic make-up (layout without fill, tap and decap cells) --
group | after synthesis | count (layout) | share of synthesized area
muxes | 33 | 33 | 0.115
adders and majority gates | 15 | 15 | 0.0343
AOI/OAI and AO/OA | 14 | 14 | 0.0204
and+or+nand+nor | 60 | 60 | 0.0597
xor gates and xnor gates | 14 | 14 | 0.0224
DFF | 138 | 138 | 0.725
buffers and inverters | 23 | 98 | 0.0227
-- power groups by stage --
stage | sequential, W | clock, W | combinational [W]
global route | 0.000831 | 0.000776 | 0.000166
CTS | 0.000827 | 0.000744 | 0.000152
finish | 0.000825 | 0.000726 | 0.000150
-- registers in the layout, summed over array words and instances, names as in the netlist --
| name | count |
|---|---|
| fifo_instances.fifo_inst.fifo_inst.wr_addr | 6 |
| fifo_instances.fifo_inst.fifo_inst.dataOut | 24 |
| fifo_instances.fifo_inst.fifo_inst.wr_cnt | 3 |
| fifo_instances.fifo_inst.fifo_inst.MEM | 96 |
| fifo_instances.fifo_inst.fifo_inst.rd_addr | 6 |
| fifo_instances.fifo_inst.fifo_inst.rd_cnt | 3 |
-- cells in the mapped netlist, drive strengths merged --
cell    instances  area share
clkbuf          4      0.0032
buf            11       0.014
nand2          13      0.0089
dfxtp          18       0.066
and3            1      0.0021
nand4           3      0.0034
inv             7      0.0048
mux2i           9       0.016
nand2b          3      0.0034
and4            3      0.0048
xnor2           3      0.0048
mux4           24       0.099
nor2            8      0.0055
o311ai          2      0.0032
xor2           11       0.018
o31ai           6       0.011
clkinv          1     0.00069
or3             9       0.010
and2           12       0.014
edfxtp        120        0.66
ha             15       0.034
nor3            7      0.0064
a21oi           4      0.0037
o31a            1      0.0016
o21ai           1     0.00091
nor4            1      0.0011
-- worst max-delay path, cell delays in order, from the launching register on --
cell	delay [ps]
dfxtp_1	790
xor2_1	360
nor3_1	130
nor3_1	220
clkdlybuf4s50_1	500
-- cell usage in the layout (no fill, tap or decap), drive strengths merged --
| master | count |
|---|---|
| a21oi | 4 |
| clkinvlp | 5 |
| clkdlybuf4s50 | 57 |
| o311ai | 2 |
| and3 | 1 |
| dfxtp | 18 |
| clkbuf | 18 |
| xnor2 | 3 |
| ha | 15 |
| nor2 | 8 |
| or3 | 9 |
| o31a | 1 |
| and4 | 3 |
| inv | 13 |
| o21ai | 1 |
| bufinv | 2 |
| o31ai | 6 |
| edfxtp | 120 |
| clkinv | 2 |
| nand2 | 13 |
| mux4 | 24 |
| nor3 | 7 |
| and2 | 12 |
| xor2 | 11 |
| nor4 | 1 |
| buf | 1 |
| mux2i | 9 |
| nand2b | 3 |
| nand4 | 3 |
-- layer usage --
layer  wire (um)  up-vias  part of all wire  global-route usage
met5           0        -                 0                   0
met4          80        0            0.0088              0.0166
met3         839        7             0.092              0.0851
met2        4220      106              0.46               0.268
met1        3970     1341              0.44               0.338
li1            -     1284                 -                   -
Power and IR drop assume default switching activity.
