[./run.sh]
#!/bin/bash
# OpenROAD 26Q1-2900-gdf79404cd8, Yosys 0.63+post, stock flow scripts
make -C /OpenROAD-flow-scripts/flow DESIGN_CONFIG=/design/flow/config.mk WORK_HOME=/design/flow/orfs finish
[./config.mk]
export PLATFORM = sky130hd
export DESIGN_NAME = top_fifo
export DESIGN_NICKNAME = top_fifo
export VERILOG_FILES = /design/flow/design.v
export SDC_FILE = /design/flow/constraint.sdc
export NUM_CORES = 4
export LEC_CHECK = 1
export CORE_UTILIZATION = 40
[./constraint.sdc]
current_design top_fifo

set clk_period 6.5
set clk_io_pct 0.2

create_clock -name clk0 -period $clk_period [get_ports {clk}]

set non_clock_inputs [all_inputs -no_clocks]
set_input_delay [expr $clk_period * $clk_io_pct] -clock clk0 $non_clock_inputs
set_output_delay [expr $clk_period * $clk_io_pct] -clock clk0 [all_outputs]
[./design.v]
`timescale 1ns/1ps
module axis_unpack_data #(
    parameter KERNEL_SIZE = 3,          
    parameter DATA_WIDTH   = 8,          
    parameter DEPTH       = 4,         
    parameter PTR_WIDTH   = 2           
)(
    input clk,
    input rstn,
    input [(KERNEL_SIZE*DATA_WIDTH)-1:0] s_axis_tdata,
    input                               s_axis_tvalid,
    output                              s_axis_tready,
    input  [KERNEL_SIZE-1:0]            m_axis_tready,  
    output [(KERNEL_SIZE*DATA_WIDTH)-1:0] m_axis_tdata,
    output [KERNEL_SIZE-1:0]            m_axis_tvalid
);
    wire [KERNEL_SIZE-1:0] fifo_s_tready;
    assign s_axis_tready = &fifo_s_tready; 
    genvar i;
    generate
        for (i = 0; i < KERNEL_SIZE; i = i + 1) begin 
            fifo_axis #(
                .DATAWIDTH(DATA_WIDTH),
                .DEPTH(DEPTH),
                .PTR_WIDTH(PTR_WIDTH)
            ) fifo_inst (
                .clk(clk),
                .rstn(rstn),        
                .s_tvalid(s_axis_tvalid && s_axis_tready),
                .s_tdata (s_axis_tdata[i*DATA_WIDTH +: DATA_WIDTH]),
                .s_tready(fifo_s_tready[i]),
                .m_tready(m_axis_tready[i]),
                .m_tdata (m_axis_tdata[i*DATA_WIDTH +: DATA_WIDTH]),
                .m_tvalid(m_axis_tvalid[i] )
            );
        end
    endgenerate
endmodule
`timescale 1ns/1ps
module top_fifo #(
    parameter KERNEL_SIZE = 3,
    parameter DATA_WIDTH   = 8,
    parameter FIFO_DEPTH  = 4,
    parameter PTR_WIDTH   = 2
)(
    input clk,
    input rstn,
    input  [(KERNEL_SIZE*DATA_WIDTH)-1:0] s_axis_tdata,
    input                                s_axis_tvalid,
    output                               s_axis_tready,
    input  [KERNEL_SIZE-1:0]             m_axis_tready,
    output [(KERNEL_SIZE*DATA_WIDTH)-1:0] m_axis_tdata,
    output [KERNEL_SIZE-1:0]             m_axis_tvalid
);
    axis_unpack_data #(
        .KERNEL_SIZE(KERNEL_SIZE),
        .DATA_WIDTH(DATA_WIDTH),
        .DEPTH(FIFO_DEPTH),
        .PTR_WIDTH(PTR_WIDTH)  
    ) u_splitter (
        .clk(clk),
        .rstn(rstn),
        .s_axis_tdata (s_axis_tdata),
        .s_axis_tvalid(s_axis_tvalid),
        .s_axis_tready(s_axis_tready),
        .m_axis_tready(m_axis_tready),
        .m_axis_tdata (m_axis_tdata),
        .m_axis_tvalid(m_axis_tvalid)
    );
endmodule
`timescale 1ns/1ps
module fifo
 #(
    parameter DATAWIDTH = 8,
    parameter DEPTH = 4,
    parameter PTR_WIDTH = 2
  )
  (
    input clk,
    input rstn,
    input WR,
    input [DATAWIDTH-1:0] dataIn,
    output  full,
    input RD,
    output reg [DATAWIDTH-1:0]  dataOut,
    output   empty
  );
   reg [PTR_WIDTH-1 : 0] wr_addr;
   reg [PTR_WIDTH-1 : 0] rd_addr;
   reg [DATAWIDTH-1:0] MEM [DEPTH-1:0];
   reg wr_cnt;
   reg  rd_cnt;
  always @(posedge clk ) begin
	 if(!rstn) begin
           wr_cnt <= 0;
           wr_addr <= 0;
         end
	else if(rstn) begin
	    if(WR) begin
		  if(~full ) begin
		     MEM[wr_addr] <= dataIn;
		     if(wr_addr == DEPTH-1 )  begin
			wr_addr <= 0 ;
			if(wr_cnt==0)
			   wr_cnt <= 1;
		        else 
			   wr_cnt <= 0;
		     end
	             else
			  wr_addr <= wr_addr + 1 ;
                  end	    
            end
      end
 end
   always @(posedge clk ) begin
	if(!rstn) begin
           rd_cnt <= 0;
           rd_addr <= 0;
         end
       else if(rstn) begin
		if(RD) begin
		   if(~empty) begin
                      dataOut <=  MEM[rd_addr];
		      if (rd_addr == DEPTH-1) begin
			      rd_addr <=0;
			      if(rd_cnt==0)
			          rd_cnt <= 1;
		              else
			          rd_cnt <=0;
		      end
		      else 
			    rd_addr <= rd_addr +1;
                  end
            end
        end
   end
          assign  empty =(wr_addr == rd_addr) && (wr_cnt == rd_cnt) ;
	  assign full = (wr_addr == rd_addr) &&  (wr_cnt != rd_cnt );
   endmodule
`timescale 1ns/1ps
module fifo_axis
 #(
    parameter DATAWIDTH = 8,
    parameter DEPTH = 4,
    parameter PTR_WIDTH = 2
  )
  (
    input clk,
    input rstn,
    input s_tvalid,
    input [DATAWIDTH-1:0] s_tdata,
    output s_tready ,
    input m_tready,
    output  [DATAWIDTH-1:0] m_tdata ,
    output   m_tvalid
  );
  wire full;
  wire empty;
  assign m_tvalid = ~empty;
  assign s_tready = ~full;
    fifo #(.DATAWIDTH(DATAWIDTH), .DEPTH(DEPTH), .PTR_WIDTH(PTR_WIDTH ) )
   fifo_inst (
         .clk(clk),
         .rstn(rstn),
         .dataIn(s_tdata),
         .full(full),
         .WR(s_tvalid),
         .dataOut( m_tdata),
         .empty(empty),
         .RD(m_tready)
  );
   endmodule
==> impl_results.html <==
<p>Metrics extracted from the flow reports.</p>
<table>
<tr><th>Metric</th><th>Value</th></tr>
<tr><th colspan="2">Clocking</th></tr>
<tr><td>Buffers inserted by post-CTS timing repair</td><td>0</td></tr>
<tr><td>Clock sinks</td><td>138</td></tr>
<tr><td>Cells resized by post-CTS repair</td><td>0</td></tr>
<tr><td>Worst skew pair latency</td><td>between 0.4 and 0.5 ns</td></tr>
<tr><td>TritonCTS buffer count</td><td>17</td></tr>
<tr><td>Clk slew on worst S/H paths</td><td>0.06 ns</td></tr>
<tr><td>Worst-case clock buffer depth</td><td>2</td></tr>
<tr><td>Number of H-tree levels</td><td>4</td></tr>
<tr><td>CTS tree</td><td>yes</td></tr>
<tr><td>Quantity of hold-fixing buffers added after cts</td><td>0</td></tr>
<tr><td>Root buf cell</td><td>sky130_fd_sc_hd__clkbuf_16</td></tr>
<tr><th colspan="2">Finish</th></tr>
<tr><td>Ratio of cells with drive above 1 in the final layout</td><td>approximately 16%</td></tr>
<tr><td>Combined area of the multi-input logic cells</td><td>about 0.0014 mm2</td></tr>
<tr><td>Number of fill cells</td><td>1095</td></tr>
<tr><td>Area taken by flip-flops and latches</td><td>0.003964 mm2</td></tr>
<tr><td>Synth-to-Final Area Change</td><td>23.69%</td></tr>
<tr><td>Dominant logic cell type in the layout</td><td>sky130_fd_sc_hd__edfxtp_1</td></tr>
<tr><td>Non-Filler Instances</td><td>roughly 550</td></tr>
<tr><td>Commonest non-fill, non-tap cells in the layout</td><td>sky130_fd_sc_hd__edfxtp_1, sky130_fd_sc_hd__clkdlybuf4s50_1, sky130_fd_sc_hd__mux4_2, sky130_fd_sc_hd__dfxtp_1, sky130_fd_sc_hd__clkbuf_16</td></tr>
<tr><th colspan="2">Yosys</th></tr>
<tr><td>Logic family by area</td><td>multiplexers</td></tr>
<tr><td>Library cells used by synthesis</td><td>30</td></tr>
<tr><td>YS chip area</td><td>about 0.0055 mm2</td></tr>
<tr><td>Top area cells in the synthesized netlist</td><td>sky130_fd_sc_hd__edfxtp_1, sky130_fd_sc_hd__mux4_2, sky130_fd_sc_hd__dfxtp_1</td></tr>
<tr><td>Post-Synth Adder-Cell Area</td><td>around 3.4%</td></tr>
<tr><td>Cells after synthesis</td><td>around 300</td></tr>
<tr><td>Yosys top cell area share</td><td>between 60% and 70%</td></tr>
<tr><td>Synth Area in Compound Gates</td><td>2.037%</td></tr>
<tr><td>Xor/xnor share</td><td>about 2.2%</td></tr>
<tr><td>Post-Synth Simple-Gate Area</td><td>between 5 and 6%</td></tr>
<tr><td>Synthesized area per cell</td><td>between 15 and 20 um2</td></tr>
<tr><td>Count of synthesis-stage warnings from yosys</td><td>1</td></tr>
<tr><td>Post-synthesis cell count from yosys</td><td>297</td></tr>
<tr><td>Mux share</td><td>11.54%</td></tr>
<tr><td>Cell type contributing the most total cell area after synthesis</td><td>sky130_fd_sc_hd__edfxtp_1</td></tr>
<tr><td>Netlist Area Pre-Place</td><td>about 0.0055 mm2</td></tr>
<tr><td>Share of the yosys chip area belonging to registers</td><td>72.51%</td></tr>
<tr><td>Number of synthesized register bits</td><td>about 140</td></tr>
<tr><th colspan="2">Drt</th></tr>
<tr><td># diodes</td><td>0</td></tr>
<tr><td>Residual antenna-violating net count after detailed routing</td><td>0</td></tr>
<tr><td>Vias</td><td>roughly 2700</td></tr>
<tr><td>Total Routed Length</td><td>just over 9000 um</td></tr>
<tr><td>Count of routing violations after the opening detailed-route iteration</td><td>173</td></tr>
<tr><td>DRC violation count after routing</td><td>0</td></tr>
<tr><td>Drt first pass iters</td><td>4</td></tr>
<tr><td>Via density</td><td>4.969</td></tr>
<tr><td>DR WL/cell</td><td>approximately 17 um</td></tr>
<tr><th colspan="2">Critical path</th></tr>
<tr><td>CP top delay family</td><td>flip-flops</td></tr>
<tr><td>Buffers plus inverters on the worst setup path</td><td>1</td></tr>
<tr><td>Cells on worst reg2reg path</td><td>5</td></tr>
<tr><td>Cell seen most often among critical-path stages</td><td>sky130_fd_sc_hd__nor3_1</td></tr>
<tr><td>CP cell instances</td><td>xor2_1, nor3_1, nor3_1, clkdlybuf4s50_1</td></tr>
<tr><td>Startpoint types</td><td>register</td></tr>
<tr><td>Startpoint-to-endpoint class of the critical path</td><td>register to output port</td></tr>
<tr><td>Library cell contributing the largest single delay on the critical path</td><td>sky130_fd_sc_hd__dfxtp_1</td></tr>
<tr><td>Data required time of the critical path</td><td>around 5.2 ns</td></tr>
<tr><td>Instance count on the critical path</td><td>4</td></tr>
<tr><td>Signal arrival time at the worst endpoint</td><td>roughly 2.5 ns</td></tr>
<tr><td>Maximum fanout encountered on the critical timing path</td><td>12</td></tr>
<tr><td>Crit end category</td><td>output port</td></tr>
<tr><td>Peak per-stage delay on the critical path</td><td>between 0.7 and 0.8 ns</td></tr>
<tr><th colspan="2">Final timing</th></tr>
<tr><td>Crit path setup slack, layout</td><td>roughly 2.7 ns</td></tr>
<tr><td>Final slew viol count</td><td>0</td></tr>
<tr><td>Number of setup violations in the final report</td><td>0</td></tr>
<tr><td>Count of final hold-check violations</td><td>0</td></tr>
<tr><td>Portion of the clock cycle consumed by the worst path in the final layout</td><td>58.40%</td></tr>
<tr><td>Final critical-path required period</td><td>approximately 3.8 ns</td></tr>
<tr><td>Transition time at the pin with the least slew margin</td><td>about 0.77 ns</td></tr>
<tr><td>Setup TNS</td><td>0 ns</td></tr>
<tr><td>Setup skew after layout</td><td>~0.011 ns</td></tr>
<tr><td>Worst relative slew slack</td><td>about half</td></tr>
<tr><td>Max Clock Freq</td><td>between 200 and 300 MHz</td></tr>
<tr><td>Unrepaired setup endpoints after global routing</td><td>false</td></tr>
<tr><td>Worst Hold Slack</td><td>around 0.52 ns</td></tr>
<tr><th colspan="2">Status</th></tr>
<tr><td>Status</td><td>finished, final reports clean</td></tr>
<tr><th colspan="2">Placed design</th></tr>
<tr><td>Number of placed instances, taps included</td><td>about 520</td></tr>
<tr><td>Count of port buffers added during placement</td><td>roughly 57</td></tr>
<tr><td>Pre-CTS WS</td><td>roughly 2.7 ns</td></tr>
<tr><td>Dpl hpwl</td><td>around 6100 um</td></tr>
<tr><td>Global placer's final weighted congestion</td><td>approximately 0.76</td></tr>
<tr><th colspan="2">Global route</th></tr>
<tr><td>Sum of overflow across all layers after global routing</td><td>0</td></tr>
<tr><td>Largest net degree at the start of global routing</td><td>19</td></tr>
<tr><td>Wire length of the first global-routing pass</td><td>roughly 15000 um</td></tr>
<tr><td>Antenna violations before repair</td><td>0</td></tr>
<tr><td>Global-route usage over all layers</td><td>between 15 and 20%</td></tr>
<tr><td>Vias in the first global route</td><td>roughly 2900</td></tr>
<tr><th colspan="2">Flow run</th></tr>
<tr><td>Number of warnings in the stage logs</td><td>34</td></tr>
<tr><td>Max-cap violations</td><td>0</td></tr>
<tr><th colspan="2">Die</th></tr>
<tr><td>Die area</td><td>approximately 0.014 mm2</td></tr>
<tr><td>Fraction of the core area occupied by cells at floorplan</td><td>a little over 40%</td></tr>
<tr><td>DIE HEIGHT</td><td>between 100 and 150 um</td></tr>
<tr><td>Total number of placement rows</td><td>about 42</td></tr>
<tr><td>Number of top-level pins</td><td>between 50 and 60</td></tr>
<tr><td>Core footprint</td><td>~0.013 mm2</td></tr>
<tr><td>Die Span X</td><td>118.9 um</td></tr>
<tr><th colspan="2">Power and ir drop</th></tr>
<tr><td>Ratio of total power to cell area</td><td>about 320 mW/mm2</td></tr>
<tr><td>Leakage</td><td>between 2 and 2.5 nW</td></tr>
<tr><td>VDD IR max</td><td>between 0.1 and 0.15 mV</td></tr>
<tr><th colspan="2">Hold path</th></tr>
<tr><td>Worst Hold Depth</td><td>2</td></tr>
<tr><td>HP Class</td><td>register to register</td></tr>
</table>
-- worst reg2reg max path, cell delays in order, from the launching register on --
cell and delay (ns):
sky130_fd_sc_hd__dfxtp_1 0.77, sky130_fd_sc_hd__xor2_1 0.40, sky130_fd_sc_hd__nor3_1 0.14, sky130_fd_sc_hd__nor4_1 0.30, sky130_fd_sc_hd__buf_4 0.22, sky130_fd_sc_hd__and2_1 0.46
-- logic make-up (layout without fill, tap and decap cells) --
| group | Yosys count | count (layout) |
|---|---|---|
| muxes | 33 | 33 |
| buffers and inverters | 23 | 98 |
| and+or+nand+nor | 60 | 60 |
| xor gates and xnor gates | 14 | 14 |
| DFF | 138 | 138 |
| adders and majority gates | 15 | 15 |
| AOI/OAI and AO/OA | 14 | 14 |
-- cells in the mapped netlist --
cell type,count
sky130_fd_sc_hd__o31ai_2,3
sky130_fd_sc_hd__inv_1,7
sky130_fd_sc_hd__nor3_1,7
sky130_fd_sc_hd__and3_4,1
sky130_fd_sc_hd__clkinv_1,1
sky130_fd_sc_hd__a21oi_1,4
sky130_fd_sc_hd__nand2_1,13
sky130_fd_sc_hd__mux4_2,24
sky130_fd_sc_hd__xnor2_1,3
sky130_fd_sc_hd__nor4_1,1
sky130_fd_sc_hd__edfxtp_1,120
sky130_fd_sc_hd__o311ai_0,2
sky130_fd_sc_hd__or3_1,9
sky130_fd_sc_hd__buf_6,1
sky130_fd_sc_hd__and2_1,12
sky130_fd_sc_hd__o31ai_1,3
sky130_fd_sc_hd__nand4_1,3
sky130_fd_sc_hd__dfxtp_1,18
sky130_fd_sc_hd__clkbuf_2,1
sky130_fd_sc_hd__nand2b_1,3
sky130_fd_sc_hd__nor2_1,8
sky130_fd_sc_hd__o31a_1,1
sky130_fd_sc_hd__buf_2,5
sky130_fd_sc_hd__buf_4,6
sky130_fd_sc_hd__o21ai_0,1
sky130_fd_sc_hd__and4_1,3
sky130_fd_sc_hd__ha_1,15
sky130_fd_sc_hd__xor2_1,11
sky130_fd_sc_hd__mux2i_1,9
sky130_fd_sc_hd__clkbuf_1,2
-- registers in the layout, indices dropped and copies added, names as in the netlist --
register and cells:
u_splitter.genblk1.fifo_inst.fifo_inst.MEM 96, u_splitter.genblk1.fifo_inst.fifo_inst.dataOut 24, u_splitter.genblk1.fifo_inst.fifo_inst.rd_addr 6, u_splitter.genblk1.fifo_inst.fifo_inst.wr_addr 6, u_splitter.genblk1.fifo_inst.fifo_inst.rd_cnt 3, u_splitter.genblk1.fifo_inst.fifo_inst.wr_cnt 3
-- per-layer routing --
layer	routed length (um)	track usage [%]	up-vias
met5	0	0	-
met4	93	1.899	0
met3	779	6.849	8
met2	4196	20.69	99
met1	4226	26.27	1337
li1	-	-	1279
-- path summary, 6_finish.rpt --
kind                   end  slack, ns  startpoint
max          s_axis_tready       2.70    register
min               register       0.52    register
max reg2reg       register       3.86    register
min reg2reg       register       0.52    register
-- area by class of cell --
class	count	share of cell area, %
multi-input combinational	136	20.39
timing repair buffer	58	8.549
sequential	138	58.62
clock inverter	15	2.443
inverter	8	0.4441
clock buffer	17	6.292
tap	176	3.257
-- per-stage QoR --
stage                     power, mW  area (um2)  util (%)
final                         2.190        6761     50.86
after global routing          2.276        6761     50.86
after CTS                     2.219        6761     50.86
after detailed placement      1.270        6171     46.41
after global placement        1.268        6171     46.41
after floorplan               1.183        5466         -
-- power by group --
group	internal, mW	switching, mW	leakage, nW
Sequential	1.01	0.0399	1.24
Clock	0.571	0.372	0.283
Combinational	0.115	0.0781	0.780
Power is estimated from default activity; no workload was simulated.
